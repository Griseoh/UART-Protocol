[design/flow/design.v]
`timescale 1ns / 1ps
module detectstart(d_start_bit,data_in,clk);
    output reg d_start_bit;
    input data_in,clk;
    reg [3:0]bitcount = 0;
    always @(posedge clk)begin
        if(data_in == 1'b0)begin
            if(bitcount == 4'b1111)begin
                bitcount <= 4'b0000;
                d_start_bit <=1'b1;
            end
            else begin
                bitcount <= bitcount+1'b1;
                d_start_bit <= 1'b0;
            end
        end
        else begin
            bitcount <= 4'b0000;
            d_start_bit <= 1'b0;      
        end
    end    
endmodule
`timescale 1ns / 1ps
module detectstop(stop_err,data_out,check_stop,data_in,rx_data,clk);
    output reg stop_err;
    output reg [7:0] data_out;
    input data_in,check_stop,clk;
    input [7:0]rx_data;
    reg [3:0]count = 0;
    always @ (posedge clk) begin
        if(check_stop == 1'b1)begin
            if(data_in)begin
                if(count == 4'b1111)begin
                    count <= 4'b0000;
                    stop_err <= 1'b0;
                    data_out <= rx_data;
                end
                else begin
                    count <= count +1'b1;
                end
            end
            else begin
                stop_err <= 1'b1;
                data_out <= 8'h00;
            end
        end
        else begin
            stop_err <= 1'b0;
            data_out <= rx_data;
        end
    end
endmodule
`timescale 1ns / 1ps
module mux4x1(sel,PISO,ParityGen,TxDataOut);
    input PISO,ParityGen;
    input [1:0]sel;
    output reg TxDataOut;
    wire StartBit,StopBit;
    assign StartBit = 1'b0;
    assign StopBit = 1'b1;
    always @(sel)begin
        case (sel)
            2'b00 : TxDataOut = StartBit; 
            2'b01 : TxDataOut = PISO;
            2'b10 : TxDataOut = ParityGen;
            2'b11 : TxDataOut = StopBit;
            default : TxDataOut = StopBit;
        endcase
    end
endmodule
`timescale 1ns / 1ps
module paritycheck(parity_err,parity_load,data_in,rx_data);
    output reg parity_err;
    input [7:0]data_in;
    input rx_data,parity_load;
    always @(*)begin
        if(parity_load)begin
            if(rx_data == (^data_in))begin
                parity_err = 1'b0; 
            end
            else begin
                parity_err = 1'b1;
            end
        end
        else begin
            parity_err = 1'b0;
        end
    end
endmodule
`timescale 1ns / 1ps
module paritygen(pbit,load,data_in);
    input load;
    input [7:0]data_in;
    output reg pbit;
    always @(*)begin
        if(load) pbit = ^data_in;
        else pbit = 1'b0;
    end
endmodule
`timescale 1ns / 1ps
module piso(shift,load,rst,clk,data_in,data_out);
    input shift,load,rst,clk;
    input [7:0]data_in;
    output reg data_out;
    reg [7:0]register;
    always @(posedge clk or negedge rst)begin
        if(!rst)begin
            data_out <=0;                    
        end
        else if(load)begin
            register <= data_in;             
        end
        else if(shift)begin
            data_out <= register[0];         
            register <= register >> 1'b1;    
        end
    end
endmodule
`timescale 1ns / 1ps
module rx_fsm(shift,parity_load,check_stop,clk,rst,d_start_bit,parity_err);
    output reg shift,parity_load,check_stop;
    input clk,rst,d_start_bit,parity_err;
    reg[2:0]bitcounter;
    reg[3:0]counter;
    reg bitcount,state_flag;
    reg [1:0] state, next_state;
    parameter IDLE = 2'b00, DATA_BIT = 2'b01, PARITY_BIT = 2'b10, STOP_BIT = 2'b11;
    always @(*)begin                                                             
        parity_load = 1'b0;
        check_stop = 1'b0;
        shift = 1'b0;
        case (state)
            IDLE : begin
                next_state = d_start_bit ? DATA_BIT:IDLE;
                shift = 1'b0;
                parity_load = 1'b0;
                check_stop = 1'b0;    
            end
            DATA_BIT : begin
               next_state = bitcount ? PARITY_BIT:DATA_BIT;
               shift = 1'b1;
               parity_load = 1'b0;
               check_stop = 1'b0;    
            end
            PARITY_BIT : begin
                next_state = parity_err ? IDLE:(state_flag ? STOP_BIT:PARITY_BIT);
                shift = 1'b0;
                parity_load = 1'b1;
                check_stop = 1'b0; 
            end
            STOP_BIT : begin
                next_state = state_flag ? IDLE:STOP_BIT;
                shift = 1'b0;
                parity_load = 1'b0;
                check_stop = 1'b1;
            end
            default : begin
                next_state = IDLE;
                shift = 1'b0;
                parity_load = 1'b0;
                check_stop = 1'b0;
            end
        endcase
    end
    always @(posedge clk)begin                                                   
        if(state == DATA_BIT)begin
            if(bitcounter == 3'b111)begin
                bitcount <= 1'b1;
                bitcounter <= 3'b000;
            end
            else begin
                bitcount <=1'b0;
                bitcounter <= bitcounter +1'b1;
            end
        end
        else begin
            bitcount <= 1'b0;
        end
    end
    always @(posedge clk)begin                                                   
            if(counter == 4'b1111)begin
                state_flag <= 1'b1;
                counter <=4'b0000; 
            end
            else begin
                state_flag <= 1'b0;
                counter <= counter +1'b1;
            end
    end
    always @(posedge clk or negedge rst)begin                                    
        if(~rst)begin
            state <= IDLE;
            bitcounter <= 3'b000;
            counter <= 4'b0000;
        end
        else begin
            state <= next_state;
        end
    end
endmodule
`timescale 1ns / 1ps
module sipo(data_out,data_in,shift,clk,rst);
    output [7:0]data_out;
    input data_in,clk,rst,shift;
    reg [7:0]register;
    assign data_out = register;
    always @(posedge clk or negedge rst)begin
        if(!rst)begin
            register <= 0; 
        end
        else begin
            if(shift)begin
                register <= register >> 1'b1;
                register[7] <= data_in;
            end
            else begin
                register <= register;
            end
        end
    end
endmodule
`timescale 1ns / 1ps
module tx_fsm(sel,load,shift,clk,rst,tx_start,tx_busy);
    output reg load,shift,tx_busy;
    output reg [1:0]sel;
    input clk,rst,tx_start;
    reg [2:0] bitcounter;
    reg [3:0] counter;
    reg bitcount,state_flag;
    reg [2:0] state, next_state;
    parameter IDLE = 3'b000, START_BIT = 3'b001, DATA_BIT = 3'b010;
    parameter PARITY_BIT = 3'b011, STOP_BIT = 3'b100;
    always@(*)begin                                                              
        load = 1'b0;
        shift = 1'b0;
        sel = 2'b11;
        tx_busy = (state != IDLE);
        case (state)
            IDLE:begin
              next_state = tx_start ? START_BIT:IDLE;
              load = 1'b0;
              shift = 1'b0;
              sel = 2'b11;
              tx_busy = 1'b0;
            end
            START_BIT:begin
                next_state = state_flag ? DATA_BIT:START_BIT;
                load = 1'b1;
                shift = 1'b0;
                sel = 2'b00;
                tx_busy = 1'b1;
            end
            DATA_BIT:begin
                next_state = bitcount ? PARITY_BIT:DATA_BIT;
                load = 1'b0;
                shift = 1'b1;
                sel = 2'b01;
                tx_busy = 1'b1;
            end
            PARITY_BIT:begin
                next_state = state_flag ? STOP_BIT:PARITY_BIT;
                load = 1'b0;
                shift = 1'b1;
                sel = 2'b10;
                tx_busy = 1'b1;
            end
            STOP_BIT:begin
                next_state = state_flag ? IDLE:STOP_BIT;
                load = 1'b0;
                shift = 1'b0;
                sel = 2'b11;
                tx_busy = 1'b1;
            end
            default:begin
                next_state = 3'b000;
                load = 1'b0;
                shift = 1'b0;
                sel = 2'b11;
                tx_busy = 1'b0;
            end
        endcase
    end
    always @(posedge clk)begin                                                   
        if(state == DATA_BIT)begin
            if(bitcounter == 3'b111)begin
                bitcount <= 1'b1;
                bitcounter <= 3'b000;
            end
            else begin
                bitcount <=1'b0;
                bitcounter <= bitcounter +1'b1;
            end
        end
        else begin
            bitcount <= 1'b0;
        end
    end
    always @(posedge clk)begin                                                   
            if(counter == 4'b1111)begin
                state_flag <= 1'b1;
                counter <=4'b0000; 
            end
            else begin
                state_flag <= 1'b0;
                counter <= counter +1'b1;
            end
    end
    always @(posedge clk or negedge rst)begin                                    
        if(~rst)begin
            state <= IDLE;
            bitcounter <= 3'b000;
            counter <= 4'b0000;
        end
        else begin
            state <= next_state;
        end
    end
endmodule
`timescale 1ns / 1ps
module uartbaudgen(clk_out,clk,sel,rst);
    input[1:0]sel;
    input clk,rst;
    output reg clk_out;
    reg [11:0]temp;
    reg [11:0]count;
    always @(sel)begin
        case (sel)
            2'b00: temp <= 12'h146;              
            2'b01: temp <= 12'h01b;              
            2'b10: temp <= 12'h051;              
            2'b11: temp <= 12'h146;              
            default: temp <= 12'h146;
        endcase
    end
    always @(posedge clk or negedge rst) begin
        if(!rst)begin 
            clk_out <= 0;
            count <=0;
        end
        else if(count == temp-1)begin
            count <= 0;
            clk_out <= ~clk_out;
        end
        else begin
            count <= count+1;
            clk_out <= ~clk_out;
        end
    end
endmodule
`timescale 1ns / 1ps
module uartrxtop(stop_err,data_out,data_in,clk,rst,parity_err);
    output [7:0]data_out;
    output stop_err,parity_err;
    input data_in,clk,rst;
    wire shift,parity_load,parity_err,check_stop,d_start_bit;
    wire [7:0]rx_data;
    detectstart dstrt0(d_start_bit,data_in,clk);
    detectstop dstp0(stop_err,data_out,check_stop,data_in,rx_data,clk);
    paritycheck pc0(parity_err,parity_load,data_in,rx_data);
    sipo s0(rx_data,data_in,shift,clk,rst);
    rx_fsm f0(shift,parity_load,check_stop,clk,rst,d_start_bit,parity_err);
endmodule
`timescale 1ns / 1ps
module uarttop(stop_err,parity_err,data_out,sel,tx_start,data_in,clk,rst);
    output stop_err,parity_err;
    output [7:0]data_out;
    input tx_start,clk,rst;
    input [1:0]sel;
    input [7:0]data_in;
    wire tx_data_out,clk_out;
    uarttxtop tx0(tx_data_out,clk_out,rst,tx_start,data_in);
    uartrxtop rx0(stop_err,data_out,tx_data_out,clk_out,rst,parity_err);
    uartbaudgen bg0(clk_out,clk,sel,rst);
endmodule
`timescale 1ns / 1ps
module uarttxtop(data_out,clk,rst,tx_start,data_in,tx_busy);
    output data_out,tx_busy;
    input tx_start,clk,rst;
    input [7:0]data_in;
    wire shift,load,DATA_BIT,PARITY_BIT;
    wire [1:0]sel;
    tx_fsm f0(sel,load,shift,clk,rst,tx_start,tx_busy);
    piso p0(shift,load,rst,clk,data_in,DATA_BIT);
    paritygen pg0(PARITY_BIT,load,data_in);
    mux4x1 m0(sel,DATA_BIT,PARITY_BIT,data_out);
endmodule
[design/flow/run.sh]
#!/bin/bash
# OpenROAD 26Q1-2900-gdf79404cd8, Yosys 0.63+post, stock flow scripts
make -C /OpenROAD-flow-scripts/flow DESIGN_CONFIG=/design/flow/config.mk WORK_HOME=/design/flow/orfs finish
[design/flow/config.mk]
export PLATFORM = sky130hd
export DESIGN_NAME = uarttop
export DESIGN_NICKNAME = uarttop
export VERILOG_FILES = /design/flow/design.v
export SDC_FILE = /design/flow/constraint.sdc
export NUM_CORES = 4
export LEC_CHECK = 1
export CORE_AREA = 10 10 102 102
export DIE_AREA = 0 0 112 112
[design/flow/constraint.sdc]
current_design uarttop

set clk_period 1.8
set clk_io_pct 0.2

create_clock -name clk0 -period $clk_period [get_ports {clk}]

set non_clock_inputs [all_inputs -no_clocks]
set_input_delay [expr $clk_period * $clk_io_pct] -clock clk0 $non_clock_inputs
set_output_delay [expr $clk_period * $clk_io_pct] -clock clk0 [all_outputs]
==> run summary <==
final hold vios -> 0
largest net degree at the start of global routing -> 27
post-CTS setup buffers -> 0
WL/cell -> 7.12 um
logic area -> 233 um^2
clk latency of the worst-skew pair -> 0 ps
first-pass GRT wire length -> 2150 um
RSZ-0062 raised after global routing -> false
synthesized area -> 868 um^2
Hold WC Path Type -> flip-flop to flip-flop
I/O pin total -> 23
CP Class -> input port to asynchronous set/reset pin
Crit Path Max Fanout -> 14
Hold Path Depth -> 1
Max IR drop VDD -> 0.0894 mV
hold_buf cts -> 0
Dominant cell area share -> 34.6%
fp_density -> 10.6%
status -> finished, final reports clean
Die X -> 112 um
Critical Path RT -> 1980 ps
first-pass iteration count of the detailed router -> 2
Cells after Synth -> 64
vias per cell -> 2.48
min Tclk post-route -> 845 ps
Die H -> 112 um
maxcap violations -> 0
# Cells Yosys -> 64
Antenna Violating Nets Remaining -> 0
Diodes inserted -> 0
clock skew -> 0 ps
grt ovf -> 0
Setup crit start kind -> input port
Worst setup EP type -> asynchronous set/reset pin
site row count -> 33
tool warnings -> 38
critical path's slowest cell -> clkdlybuf4s50_1
Tcrit/Tclk final -> 47.0%
register pins left without a clock -> 26
crit-path max cell delay -> 450 ps
biggest area consumer among synthesized cells -> dfrtp_1
Port Buf Inserts -> 11
worst-path cell chain -> clkdlybuf4s50_1 > buf_4
biggest area cells -> dfrtp_1 35%, dfxtp_1 30%, mux2_2 9.1%
critical path arrival -> 1030 ps
synthesized area per cell -> 13.6 um^2
Unique cell types -> 23
Yosys chip area -> 868 um^2
pre-CTS setup slack -> 940 ps
synth warn -> 40
initial drt markers -> 7
Reg area -> 613 um^2
initial antenna violation count -> 0
CP top delay family -> buffers and inverters
clock-pin transition on the worst setup and hold timing paths -> 0 ps
Seq/Total Area, Yosys -> 70.6%
core area -> 8220 um^2
final worst slack -> 955 ps
Synth Register Bits -> 27
max-slew violation count -> 0
number of unconstrained endpoints -> 35
vias in the first global route -> 453
Area Growth Syn to Fin -> 28.7%
LEAKAGE -> 0.455 nW
number of remaining DRC errors -> 0
Crit path buffers/inverters -> 2
PwrDens -> 31.3 nW/um^2
via count -> 448
Global Route Usage Sum -> 1.94%
Routed WL -> 1290 um
DPL Wire Length -> 1040 um
Setup violations, final -> 0
# resized after CTS -> 0
TNS Setup -> 0 ps
gpl congestion -> 0.696
final total power -> 0.0350 mW
layout cells sized above 1 -> 17.1%
# fillers -> 905
chip area -> 12500 um^2
R2R depth -> 1
Highest Clock Rate -> 1.18 GHz
stages on the worst setup path -> 2
-- synth_stat cells, drive strengths merged --
library cell  count
ha                1
o22ai             1
nor3b             1
o21a              1
mux2              7
nor2              5
inv               4
nor2b             1
a21o              1
o21ai             1
conb              1
and3              1
dfstp             2
nand2             3
a21oi             3
nand3             1
nand4b            1
xnor2             2
buf               1
dfrtp            12
dfxtp            13
nand2b            1
-- stage by stage --
| stage | utilization (%) | hold WS [ps] | std cells | instance area (um^2) |
|---|---|---|---|---|
| after detailed placement | 13.6 | 411 | 181 | 1120 |
| after global routing | 13.6 | 416 | 181 | 1120 |
| after global placement | 13.6 | 409 | 181 | 1120 |
| after CTS | 13.6 | 412 | 181 | 1120 |
| after floorplan | - | 64.4 | 64 | 868 |
| final | 13.6 | 410 | 181 | 1120 |
-- state kept, by name, summed over array words and instances (netlist names) --
name / count
rx0.dstp0.data_out: 8
rx0.s0.register: 8
rx0.dstrt0.bitcount: 4
rx0.f0.state: 3
tx0.f0.state: 2
bg0.clk_out: 1
rx0.dstrt0.d_start_bit: 1
-- final timing paths --
path | from | to | slack [ps]
max | rst | bg0.clk_out | 950
min | bg0.clk_out | bg0.clk_out | 410
max reg2reg | bg0.clk_out | bg0.clk_out | 1320
min reg2reg | bg0.clk_out | bg0.clk_out | 410
max in group clk0 | bg0.clk_out | bg0.clk_out | 1320
min in group asynchronous | rst | bg0.clk_out | 680
-- final cells by class --
cell class | count | area share, %
inverters | 4 | 1.34
multi-input cells | 32 | 20.8
flip-flops and latches | 27 | 54.9
well taps | 105 | 11.8
repair buffers | 13 | 11.2
-- layout by cell type, fill, tap and decap left out, drive strengths merged, types with 2 or more instances in the layout --
cell type,count
nor2,5
clkdlybuf4s50,11
dfxtp,13
mux2,7
dfstp,2
inv,4
dfrtp,12
a21oi,3
buf,2
xnor2,2
nand2,3
-- report_power, final --
group          switching [mW]  internal, mW  leakage (nW)
Clock                       0             0             0
Combinational         0.00678       0.00522         0.165
Sequential                  0        0.0230         0.290
Total                 0.00678        0.0282         0.455
-- cell families (layout without fill, tap and decap cells) --
kind of cell	Yosys count	count (layout)	synth area share, %
xor gates and xnor gates	2	2	2.02
muxes	7	7	9.08
other	1	1	0.432
buffers and inverters	5	17	2.59
DFF	27	27	70.6
and+or+nand+nor	14	14	8.93
AOI/OAI and AO/OA	7	7	4.90
adders and majority gates	1	1	1.44
-- layer usage --
metal / routed length (um) / global-route usage [%]
met5: 0 / 0
met4: 0 / 0
met3: 39 / 0.217
met2: 572 / 3.19
met1: 678 / 2.86
Power and IR drop assume default switching activity.
